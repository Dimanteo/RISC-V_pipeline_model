**design/flow/run.sh**
```bash
#!/bin/bash
# OpenROAD 26Q1-2900-gdf79404cd8, Yosys 0.63+post, stock flow scripts
make -C /OpenROAD-flow-scripts/flow DESIGN_CONFIG=/design/flow/config.mk WORK_HOME=/design/flow/orfs finish
```
**design/flow/config.mk**
```make
export PLATFORM = sky130hd
export DESIGN_NAME = alu
export DESIGN_NICKNAME = alu
export VERILOG_FILES = /design/flow/design.v
export SDC_FILE = /design/flow/constraint.sdc
export NUM_CORES = 4
export LEC_CHECK = 1
export CORE_UTILIZATION = 50
```
**design/flow/constraint.sdc**
```tcl
current_design alu

set clk_period 22.6
set clk_io_pct 0.2

create_clock -name clk0 -period $clk_period

set non_clock_inputs [all_inputs -no_clocks]
set_input_delay [expr $clk_period * $clk_io_pct] -clock clk0 $non_clock_inputs
set_output_delay [expr $clk_period * $clk_io_pct] -clock clk0 [all_outputs]
```
**design/flow/design.v**
```verilog
module alu(input [31:0] lhs, rhs, input [3:0] funct, 
           output reg [31:0] y);
    wire [31:0] sign_rhs = (funct[3] == 0) ? rhs : ~rhs + 1;
    always @(*) begin
        case(funct[2:0])
            3'b000: y = lhs + sign_rhs;  
            3'b001: y = lhs << rhs[4:0];  
            3'b010: y = ($signed(lhs) < $signed(rhs)) ? 1 : 0;  
            3'b011: y = (lhs < rhs) ? 1 : 0;  
            3'b100: y = lhs ^ rhs;  
            3'b101:
                if (funct[3]) 
                begin
                    y = $signed(lhs) >>> $signed(rhs[4:0]);  
                end else begin
                    y = lhs >> rhs[4:0];  
                end
            3'b110: y = lhs | rhs;  
            3'b111: y = lhs & rhs;  
        endcase
    end
endmodule
```
==> results.txt <==
Implementation summary

The area of all sequential standard cells is 0 um^2. The completed layout was analyzed and its total power is about 270 uW. Per the cell usage report, the commonest logic cell in the layout is sky130_fd_sc_hd__nor2_1. The design has 0 sequential cells. The number of setup violations in the final report is 0. Global routing used between 30% and 40% of the available tracks across all layers. The slew of the pin with the lowest slew margin is 0.843 ns.

For this run the aggregate overflow at the end of global routing stands at 0. Post-CTS timing repair inserted 0 buffers for setup. The run finished with clean final reports.

According to the floorplan report, the total die area is approximately 0.018 mm^2. The number of hold violations in the final report is 0. For this run, the register share of the synthesized area comes to 0%. The area of the mapped netlist is 0.00865 mm^2. The path class of the tightest hold or removal check is input pin to primary output. The startpoint type of the worst setup path is an input pin.

The repair_antennas step left the layout with diodes totalling 0. The power per cell area is about 27 mW/mm^2. The number of cells in Yosys stat is 1,203.

Dividing the final minimum period by the clock period gives roughly 66%. The total core area is 0.0168 mm^2. The finished layout holds 1,460 standard cells, fillers aside.

The total vias in the final route is approximately 9,700. The layout has 0 clock buffers. Setup repair after global routing left no endpoint under its margin.

The mean instance size in the synthesized netlist is approximately 7 um^2. For this run, the number of Yosys warnings is 1. After technology mapping, the gate count stands at between 1,000 and 1,500.

The layout summary lists the proportion of cells stronger than drive strength 1 as 9.52%. The OpenROAD report gives the critical path a required time of between 15 and 20 ns. The number of cells after detailed placement is around 1,500.

From left edge to right edge, the die measures 134 um. The critical path goes through buf_2, buf_4, inv_2, nand2_2, nor2_1, nand2_1, or3_1, o31ai_1, xnor2_1, ha_1, a21o_1, o311ai_1, nand4b_1, a311oi_1, o21bai_1, a2111o_1, o211ai_2, clkdlybuf4s50_1. The routed design shows a via density per instance of 6.64. The post-cts hold buffer count is 0.

Leaving out fill and tap cells, the most frequent cells in the layout are sky130_fd_sc_hd__nor2_1, sky130_fd_sc_hd__ha_1, sky130_fd_sc_hd__a21oi_1. The delay of the slowest cell on the worst path is about 0.64 ns. The global placer's final weighted congestion is approximately 1.0. The cell at the slowest stage of the critical path is sky130_fd_sc_hd__inv_2. The HPWL reported at the end of detailed placement is approximately 27,000 um. The final hold slack is around 10 ns. STA classifies the critical path endpoint as a primary output. The final-layout fill cell count is between 1,500 and 2,000. The floorplan has around 47 rows. The largest net degree at the start of global routing is 74. The area figure in the yosys stat output is ~0.0087 mm^2. The count of input and output buffers is roughly 100.

OpenSTA, run right after detailed placement, puts the worst setup slack at 7.74 ns. The wire length of the first global-routing pass is approximately 52,000 um. According to the floorplan report, the die height is between 100 and 150 um. By startpoint and endpoint, the worst setup path is classified as input pin to primary output. Subtracting the final worst setup slack from the clock period gives 14.94 ns. The maximum clock frequency is about 0.067 GHz. The first-iteration detailed-routing DRC count is around 1,200.

After detailed routing, the total wire length is between 30,000 and 40,000 um. The quantity of gates resized following cts is 0. The max-capacitance violation count is 0.

The script reports the combined buffer and inverter count of the critical path as 4. At the worst endpoint, the arrival time is between 10 and 15 ns. Once routing completed, OpenROAD measured the worst setup slack at 7.66 ns. The critical path maximum fanout is between 70 and 80. The setup TNS is 0 ns. The worst-case headroom to the max-slew limit is between 40% and 50%. The first detailed-routing pass took 7 iterations. The kind of cell with the highest combined delay along the critical path is AND-OR/OR-AND gates. The via count of the first global-routing pass is ~8,700. The tally of OpenROAD warnings is 101. The cell leakage power is just over 0.004 uW. At the floorplan stage, the core utilization is reported as around 52%. For this sky-water flow run, the detailed-routed wirelength per cell is reported as between 20 and 25 um. Relative to the synthesized area, the layout overhead comes to 12.2%.

The number of max-slew violations in the final report is 0. Nets still carrying antenna violations after routing amount to 0. The initial antenna violation count is 1. The maximum vdd ir drop is 0.0177 mV. For this run, design rule violations remaining after detail routing come to 0.

The count of different cell masters after synthesis is between 70 and 80. The count of boundary I/O pins is around 100.
[final timing paths]
path | start | to | slack, ns | cells past startpoint
setup / recovery | rhs[3] | y[31] | 7.66 | 18
hold / removal | rhs[4] | y[6] | 10.11 | 4
[Yosys cell counts (21+ instances only)]
cell                       instances  area [um^2]
sky130_fd_sc_hd__nor2_1          156          586
sky130_fd_sc_hd__ha_1            131         1640
sky130_fd_sc_hd__a21oi_1         110          551
sky130_fd_sc_hd__o21ai_0          86          430
sky130_fd_sc_hd__nand2_1          85          319
sky130_fd_sc_hd__inv_1            73          274
sky130_fd_sc_hd__mux4_2           58         1310
sky130_fd_sc_hd__clkbuf_1         49          184
sky130_fd_sc_hd__xnor2_1          40          350
sky130_fd_sc_hd__mux2i_1          36          360
sky130_fd_sc_hd__nor3_1           36          180
sky130_fd_sc_hd__a22oi_1          21          158
sky130_fd_sc_hd__buf_1            21         78.8
sky130_fd_sc_hd__o211ai_1         21          158
[kinds of logic after synthesis]
group | share of synthesized area (%)
AOI/OAI and AO/OA | 28.8
and+or+nand+nor | 19.0
muxes | 20.4
adders and majority gates | 19.2
buffers and inverters | 7.55
xor gates and xnor gates | 5.06
[metrics by stage]
| stage | utilization (%) | instance area (um^2) |
|---|---|---|
| after floorplan | - | 8650 |
| after global placement | 58.0 | 9710 |
| after detailed placement | 58.0 | 9710 |
| after CTS | 58.0 | 9710 |
| after global routing | 58.0 | 9710 |
| final | 58.0 | 9710 |
[where the power goes]
group	internal (uW)	switching, uW
logic	112	155
registers	0	0
clock network	0	0
total	112	155
[layer usage]
| metal | share of wire, % | track usage (%) | up-vias |
|---|---|---|---|
| li1 | - | - | 4541 |
| met1 | 44 | 61.0 | 4529 |
| met2 | 42 | 56.3 | 572 |
| met3 | 11 | 8.20 | 58 |
| met4 | 2.6 | 8.96 | 0 |
| met5 | 0 | 0 | - |
[final cells by class]
cell class	count	area, um^2	share of cell area, %
tap	220	275	2.83
timing repair buffer	121	1130	11.6
multi-input combinational	1038	8010	82.4
inverter	81	304	3.13
No activity file was given, so power comes from the tool's default toggle rates.
