$ cat flow/constraint.sdc
current_design regfile

set clk_period 11.8
set clk_io_pct 0.2

create_clock -name clk0 -period $clk_period [get_ports {clk}]

set non_clock_inputs [all_inputs -no_clocks]
set_input_delay [expr $clk_period * $clk_io_pct] -clock clk0 $non_clock_inputs
set_output_delay [expr $clk_period * $clk_io_pct] -clock clk0 [all_outputs]
$ cat flow/config.mk
export PLATFORM = sky130hd
export DESIGN_NAME = regfile
export DESIGN_NICKNAME = regfile
export VERILOG_FILES = /design/flow/design.v
export SDC_FILE = /design/flow/constraint.sdc
export NUM_CORES = 4
export LEC_CHECK = 1
export CORE_UTILIZATION = 40
$ cat flow/run.sh
#!/bin/bash
# OpenROAD 26Q1-2900-gdf79404cd8, Yosys 0.63+post, stock flow scripts
make -C /OpenROAD-flow-scripts/flow DESIGN_CONFIG=/design/flow/config.mk WORK_HOME=/design/flow/orfs finish
$ cat flow/design.v
module regfile(input clk, 
               input logic WE3,
               input [4:0] A1, A2, A3,
               input [31:0] WD3,
               output [31:0] RD1, RD2);
    reg [31:0] regs[31:0]  ;
    always @(negedge clk)
    begin
        if (WE3) regs[A3] <= WD3;
    end
    assign RD1 = (A1 != 0) ? regs[A1] : 0;
    assign RD2 = (A2 != 0) ? regs[A2] : 0;
endmodule
==> out/results.ini <==
[grt]
grt.overflow.total = 0
antenna_found_initial = 2
grt_pass1_wl_mm = 215
grt_util_all_layers_pct = 27.8
grt_pass1_vias = 35300
grt_max_degree = 73

[cts]
cts_inserted_buffers = 108
path_clk_slew_ps = 30
cts-root-buf = clkbuf_16
cts_resized = 0
cts_tree = done
clockBufferDepth = 3
clock-sinks = 1024
cts.htree.levels = 3
cts_setup_buffers = 0
holdBufCountCts = 0

[yosys]
top_cells_by_count = edfxtp_1 (1,024), mux4_2 (465), mux2i_1 (160)
top_area_cell = edfxtp_1
synth_stat.cells = 2291
ys.flop_type = edfxtp_1
postSynth.asyncResetShare_pct = 0
synth.distinct_cells = 40
yosysSeqAreaShare_pct = 65.3
yosysChipArea_mm2 = 0.0471
avgSynthCellArea_um2 = 20.6
synth_warnings = 1
top_cell = edfxtp_1
synth_area_mm2 = 0.0471
synth_top_area_share_pct = 65.3
ys_ff = 1024
syn_inst = 2291
synth-edff-count = 1024
top_cells_by_area = edfxtp_1 (65%), mux4_2 (22%), mux2i_1 (3.4%)

[cells_and_area]
drive_gt1_share_pct = 24.6
reg.largest.list = regs: 1024 flops
top_register = regs
final_util_pct = 50.1
syn2layout_area_growth_pct = 23.7
largest_register_ffs = 1024

[floorplanning]
dieHeight_um = 345
core_area_mm2 = 0.116
die-area_mm2 = 0.119
initCoreUtil_pct = 40.5
rows = 125
ioPinCount = 113
dieWidth_um = 345

[detailed_routing]
ant_nets = 0
first_iter_violations = 1769
via_per_inst = 5.77
vias = 29400
wire_per_inst_um = 29.2
wirelength_mm = 149
antennaDiodeCount = 0
drc = 0
dr.pass1.iters = 5

[sta]
relSlewSlack_pct = 32.1
hold_viol = 0
whs_ps = 5860
tightest_slew_ps = 1020
finalSetupViolCount = 0
drv_slew = 0
setup_tns_ps = 0
rsz0062_at_grt = false

[setup_path]
worstPathArrival_ps = 9270
cp_slowest_stage_delay_ps = 820
worstPathMaxFanout = 2
crit_path_end_kind = output pin
startpoint_type = flop
path_cells = mux4_2 -> a22o_1 -> a2111oi_0 -> nor3_1 -> clkdlybuf4s50_1
slowest_stage = a2111oi_0
required_ps = 9440
worstSetupPathType = reg -> out

[outcome]
status = complete, no violations

[placed_design]
dpl.hpwl_mm = 85.0
place.gp.congestion = 0.875
place.port_buffers = 112

[pwr]
switching_share_pct = 27.7
power_frac_clock_pct = 50.2
combPwrFrac_pct = 7.4
ir_worst_vdd_mv = 0.140
seq_power_share_pct = 42.4
p_per_area_mw_per_mm2 = 166
p_switching_uw = 2680
p_int_uw = 7000
p_leak_uw = 0.0226

[flow_run]
drv_cap = 0
warning_count = 1027

[worst_hold_path]
hold_class = in -> out

## per-stage QoR
step | instance area [um^2] | power (uW) | setup WS [ps] | instances
global placement | 50700 | 5360 | 909 | 3881
detailed placement | 50700 | 5370 | 888 | 3881
floorplan | 47100 | 5050 | 1110 | 2291
CTS | 58300 | 9840 | 120 | 5102
global route | 58300 | 10300 | 118 | 5102
finish | 58300 | 9680 | 170 | 5102
## cell type report
type	count	area, um^2
sequential	1024	30700
inverter	3	11.3
clock buffer	111	2780
timing repair buffer	258	2460
tap	1524	1910
fill	9168	58100
clock inverter	1111	4800
multi-input combinational	1071	15600
## per-layer routing
layer  vias to the layer above  global-route usage, %  wire [um]
met5                         -                   1.88        253
met4                         8                   12.1       5640
met3                       328                   24.3      26200
met2                      2316                   39.8      71700
met1                     14200                   28.2      45000
li1                      12600                      -          -
## critical path, delay by kind of cell (launching register included)
| kind | cells | cell delay, ps |
|---|---|---|
| AND-OR/OR-AND | 2 | 1070 |
| buffers and inverters | 1 | 490 |
| flip-flops | 1 | 400 |
| multiplexers | 1 | 470 |
| AND/OR/NAND/NOR | 1 | 250 |
## cells in the final DEF, fill, tap and decap left out, types with 20 or more instances in the layout
cell type / count
inv_1: 1052
edfxtp_1: 1024
mux4_2: 465
mux2_2: 33
mux2i_1: 160
nor2_4: 33
buf_4: 128
clkdlybuf4s50_1: 104
bufinv_16: 20
a22o_1: 53
nor3_1: 55
clkbuf_16: 111
a2111oi_0: 47
clkinvlp_2: 22
o22ai_1: 105
## path summary, 6_finish.rpt
path,start,slack (ps),depth (start not counted),endpoint
worst max-delay path,regs[14][29]$_DFFE_NP_,170,5,RD2[29]
worst min-delay path,A2[4],5860,4,RD2[10]
## power groups by stage
stage	clock, uW	sequential [uW]	combinational (uW)
final	4860	4100	719
after global routing	5420	4100	763
after CTS	5020	4100	722
## cell families (layout without fill, tap and decap cells)
kind of cell,Yosys count,count (layout),share of synthesized area [%]
AOI/OAI and AO/OA,264,264,4.36
muxes,658,658,26.4
DFF,1024,1024,65.3
and+or+nand+nor,149,149,1.63
buffers and inverters,196,1483,2.26
Power figures rest on the tool's default switching activity, not on a simulated workload.
